--- ./config.mk ---
export PLATFORM = sky130hd
export DESIGN_NAME = regfile_32x64
export DESIGN_NICKNAME = regfile_32x64
export VERILOG_FILES = /design/flow/design.v
export SDC_FILE = /design/flow/constraint.sdc
export NUM_CORES = 4
export LEC_CHECK = 1
export CORE_UTILIZATION = 30
--- ./constraint.sdc ---
current_design regfile_32x64

set clk_period 20.1
set clk_io_pct 0.2

create_clock -name clk0 -period $clk_period [get_ports {clk}]

set non_clock_inputs [all_inputs -no_clocks]
set_input_delay [expr $clk_period * $clk_io_pct] -clock clk0 $non_clock_inputs
set_output_delay [expr $clk_period * $clk_io_pct] -clock clk0 [all_outputs]
--- ./design.v ---
module regfile_32x64
	(input clk, 
	 input write, 
	 input reset, 
	 input [4:0] wrAddr,
	 input [63:0] wrData,
	 input [4:0] rdAddrA, 
	 output [63:0] rdDataA, 
	 input [4:0] rdAddrB, 
	 output [63:0] rdDataB);
	 reg [63:0] reg0, reg1, reg2, reg3, reg4, reg5, reg6, reg7, reg8, reg9, reg10, reg11, reg12, reg13, reg14,
					reg15, reg16, reg17, reg18, reg19, reg20, reg21, reg22, reg23, reg24, reg25, reg26, reg27, reg28,
					reg29, reg30, reg31;  
assign rdDataA  = rdAddrA == 5'd0 ? reg0: 
			         rdAddrA == 5'd1 ? reg1: 
			         rdAddrA == 5'd2 ? reg2: 
			         rdAddrA == 5'd3 ? reg3: 
			         rdAddrA == 5'd4 ? reg4: 
			         rdAddrA == 5'd6 ? reg6:
						rdAddrA == 5'd7 ? reg7:
						rdAddrA == 5'd8 ? reg8:
						rdAddrA == 5'd9 ? reg9:
					   rdAddrA == 5'd10 ? reg10:
						rdAddrA == 5'd11 ? reg11:
						rdAddrA == 5'd12 ? reg12:
						rdAddrA == 5'd13 ? reg13:
						rdAddrA == 5'd14 ? reg14: 
						rdAddrA == 5'd15 ? reg15: 
						rdAddrA == 5'd16 ? reg16:	 
						rdAddrA == 5'd17 ? reg17:
						rdAddrA == 5'd18 ? reg18:
						rdAddrA == 5'd19 ? reg19:
						rdAddrA == 5'd20 ? reg20:
						rdAddrA == 5'd21 ? reg21: 
						rdAddrA == 5'd22 ? reg22: 
						rdAddrA == 5'd23 ? reg23:	 
				      rdAddrA == 5'd24 ? reg24:
						rdAddrA == 5'd25 ? reg25:
						rdAddrA == 5'd26 ? reg26:
						rdAddrA == 5'd27 ? reg27:
						rdAddrA == 5'd28 ? reg28: 
						rdAddrA == 5'd29 ? reg29: 
						rdAddrA == 5'd30 ? reg30:	 
					   rdAddrA == 5'd31 ? reg31: 0; 
assign rdDataB =  rdAddrB == 5'd0 ? reg0: 
			         rdAddrB == 5'd1 ? reg1: 
			         rdAddrB == 5'd2 ? reg2: 
			         rdAddrB == 5'd3 ? reg3: 
			         rdAddrB == 5'd4 ? reg4: 
			         rdAddrB == 5'd6 ? reg6:
						rdAddrB == 5'd7 ? reg7:
						rdAddrB == 5'd8 ? reg8:
						rdAddrB == 5'd9 ? reg9:
					   rdAddrB == 5'd10 ? reg10:
						rdAddrB == 5'd11 ? reg11:
						rdAddrB == 5'd12 ? reg12:
						rdAddrB == 5'd13 ? reg13:
						rdAddrB == 5'd14 ? reg14: 
						rdAddrB == 5'd15 ? reg15: 
						rdAddrB == 5'd16 ? reg16:	 
						rdAddrB == 5'd17 ? reg17:
						rdAddrB == 5'd18 ? reg18:
						rdAddrB == 5'd19 ? reg19:
						rdAddrB == 5'd20 ? reg20:
						rdAddrB == 5'd21 ? reg21: 
						rdAddrB == 5'd22 ? reg22: 
						rdAddrB == 5'd23 ? reg23:	 
				      rdAddrB == 5'd24 ? reg24:
						rdAddrB == 5'd25 ? reg25:
						rdAddrB == 5'd26 ? reg26:
						rdAddrB == 5'd27 ? reg27:
						rdAddrB == 5'd28 ? reg28: 
						rdAddrB == 5'd29 ? reg29: 
						rdAddrB == 5'd30 ? reg30:	 
					   rdAddrB == 5'd31 ? reg31: 0; 
always @(posedge clk) begin
	if (reset) begin 
		reg0 <= 64'b0;
		reg1 <= 64'b0;
		reg2 <= 64'b0;
		reg3 <= 64'b0;
		reg4 <= 64'b0;
		reg5 <= 64'b0;
		reg6 <= 64'b0;
		reg7 <= 64'b0;
		reg8 <= 64'b0;
		reg9 <= 64'b0;
		reg10 <= 64'b0;
		reg11 <= 64'b0;
		reg12 <= 64'b0;
		reg13 <= 64'b0;
		reg14 <= 64'b0;
		reg15 <= 64'b0;
		reg16 <= 64'b0;
		reg17 <= 64'b0;
		reg18 <= 64'b0;
		reg19 <= 64'b0;
		reg20 <= 64'b0;
		reg21 <= 64'b0;
		reg22 <= 64'b0;
		reg23 <= 64'b0;
		reg24 <= 64'b0;
		reg25 <= 64'b0;
		reg25 <= 64'b0;
		reg27 <= 64'b0;
		reg28 <= 64'b0;
		reg29 <= 64'b0;
		reg30 <= 64'b0;
		reg31 <= 64'b0;
end	
	if (write) 
		case (wrAddr) 
			5'd0:  reg1 <= wrData; 
			5'd1:  reg2 <= wrData; 
			5'd2:  reg3 <= wrData; 
			5'd3:  reg4 <= wrData; 
			5'd4:  reg5 <= wrData; 
			5'd5:  reg6 <= wrData; 
			5'd6:  reg7 <= wrData; 
			5'd7:  reg8 <= wrData; 
			5'd8:  reg9 <= wrData; 
			5'd9:  reg10 <= wrData; 
			5'd10:  reg11 <= wrData; 
			5'd11:  reg12 <= wrData; 
			5'd12:  reg13 <= wrData; 
			5'd13:  reg14 <= wrData; 
			5'd14:  reg15 <= wrData; 
			5'd15:  reg16 <= wrData; 
			5'd17:  reg17 <= wrData; 
			5'd18:  reg18 <= wrData; 
			5'd19:  reg19 <= wrData; 
			5'd20:  reg20 <= wrData; 
			5'd21:  reg21 <= wrData; 
			5'd22:  reg22 <= wrData; 
			5'd23:  reg23 <= wrData; 
			5'd24:  reg24 <= wrData; 
			5'd25:  reg25 <= wrData; 
			5'd26:  reg26 <= wrData; 
			5'd27:  reg27 <= wrData; 
			5'd28:  reg28 <= wrData; 
			5'd29:  reg29 <= wrData; 
			5'd30:  reg30 <= wrData; 
			5'd31:  reg31 <= wrData;  		
		endcase 
	end 
endmodule 
--- ./run.sh ---
#!/bin/bash
# OpenROAD 26Q1-2900-gdf79404cd8, Yosys 0.63+post, stock flow scripts
make -C /OpenROAD-flow-scripts/flow DESIGN_CONFIG=/design/flow/config.mk WORK_HOME=/design/flow/orfs finish
==> results.txt <==
Notes on the flow outputs.

- The areal power density over the cells reads 79.46 mW/mm^2.
- The final critical delay including setup and external delays reads 14.26 ns.
- The final total power is 0.008849 W.
- The detailed-route vias per instance reads 6.487.
- The area growth from synthesis to layout is 15.22%.
- The gate-level netlist out of Yosys references 80 unique cell types.
- The effective utilization at floorplan is 0.3012.
- The sum of overflow across all layers after global routing is 0.
- The cell sequence reported for the critical path is buf_4 -> buf_4 -> buf_4 -> nor3b_2 -> and2_4 -> buf_4 -> a22oi_1 -> o21ai_0 -> nor4_1 -> o21ai_0 -> buf_4 -> clkdlybuf4s50_1.
- The die height is 569.6 um.
- Setup repair after global routing left no endpoint under its margin.
- The global-route layer with the greatest usage is met2.
- The path type of the worst min-delay path reads flip-flop to flip-flop.
- The clock tree from TritonCTS is built.
- The post-placement cell area is 0.1036 sq mm.
- The detailed router placed 109,700 vias in this run.
- The global routing report lists met2 layer usage as 0.5087.
- Counting only logic cells after layout, the most numerous master is sky130_fd_sc_hd__nand2_1.
- The number of clock sinks came to 1,920.
- The arrival time at the worst endpoint is 10.24 ns.
- The largest fanout of any net on the critical path reads 38.
- Looking at the setup timing report, the critical path kind is input pin to output port.
- The cell type of the slowest stage on the worst timing path is sky130_fd_sc_hd__o21ai_0.
- The sum of negative setup slack reads 0 ns.
- The final setup slack of the worst path is 5.840 ns.
- The most common logic cells in the final layout are 2,896 x sky130_fd_sc_hd__nand2_1, 1,856 x sky130_fd_sc_hd__dfxtp_1, 1,450 x sky130_fd_sc_hd__o21ai_0.
- The clock skew after layout is 0 ns.
- The number of buffers and inverters on the critical path is 6.
- The number of buffers inserted by post-CTS setup repair reads 0.
- The first-pass GRT wire length reads 858.2 mm.
- The share of async-settable or async-resettable flops after synthesis is 0.
- The flow ran to the end, but the final reports show violations.
- Among all stages on the critical path, the maximum delay recorded is 1.28 ns.
- The family with the most delay on the worst path is buffers and inverters.
- The worst hold slack is 0.4824 ns.
- The total area inside the core boundary comes to 0.3209 sq mm.
- Across all checked pins, the minimum headroom to the slew limit is -0.1294.
- The number of gates resized after cts reads 0.
- The number of clock buffers added by TritonCTS is 213.
- The met3 layer usage reported by global route reads 0.2486.
- The final number of hold-violating endpoints reads 0.
- Per the gpl log, the routability congestion estimate is 1.099.
- The remaining antenna violation count reads 0.
- The later pin in the worst-skew pair is clocked with a latency of 0.95 ns.
- The reg-to-reg startpoint reads reg21[16].
- The post-synthesis chip area from yosys reads 0.09665 sq mm.
- The die outline area reads 0.3244 sq mm.
- The detailed-route wire length is 641.8 mm.
- The yosys synthesis warning count is 1.
- Per the post-synthesis stats, the area per cell is 7.682 sq um.
- The worst setup path is launched from an input pin.
- The flop and latch count out of synthesis is 1,920.
- In this run the cell area of the synthesized design comes to 0.09665 sq mm.
- The cell row count is 208.
- The tool warning count reads 42.
- The count of final setup violators is 0.
- The number of cells on the worst hold path is listed as 2.
- The tool flagged a number of max-cap violations equal to 1.
- The final reports fail on max-capacitance violations, max-slew violations.
- The fraction of the yosys area taken by sequential cells is 0.4043.
- The port buffer count is 209.
- The number of cells traversed by the worst register-to-register path reads 2.
- After routing the design area is 0.1114 sq mm.
- The hold buffer count at cts is 0.
- After synthesis, the design contains 12,580 cells according to Yosys.
- STA on the placed design reports a worst setup slack of 6.689 ns.
- The half-perimeter wire length of the detailed placement result is 392.4 mm.
- The prevailing post-synth register cell is sky130_fd_sc_hd__dfxtp_1.
- The initial antenna violation count reads 112.
- The total routing usage reported by global routing reads 0.3951.
- The share of layout cells above drive strength 1 is 0.08501.
- The flow reports an fmax of 70.12 MHz.
- The largest net degree at the start of global routing is 178.
- In the log, the iteration count for the first detailed-route pass is 10.
- The critical register-to-register path endpoint reads reg21[16].
- The master cell of the clock root buffer is sky130_fd_sc_hd__clkbuf_16.
- After technology mapping, the gate count stands at 12,580.
- The clock transition time at the flip-flop clock pins of the worst setup and hold paths is 0.06 ns.
- The global-route track usage on met1 is 0.4636.
- For reference, the final report shows the max-slew violation count at 3.
- The required time reported for the critical path endpoint reads 16.08 ns.
- The peak supply drop is 0.0001100 V.
- The actual transition at the worst max-transition pin is 1.676 ns.
- Dividing the detail-routed wire length by the instance count gives 37.97 um.
- The register-to-register path setup slack reads 19.02 ns.
- The launching instance or port of the critical path reads rdAddrA[0].
- The share of the clock period used by the worst path after layout reads 0.7095.
- The startpoint of the most critical hold path is reg15[30].
- The number of global-route vias before repair is 99,000.
- The power report puts the leakage power at 40.32 nW.
- The buffer depth of the longest clock path reads 3.
- The capture endpoint of the worst hold path reads reg15[30].
- The routed layout reports a DRC error count of 0.
- The I/O pin count reads 210.
- Counting stages on the worst path, the most repeated cell is sky130_fd_sc_hd__buf_4.
- The worst setup path is captured at an output port.
- The die outline width reads 569.6 um.
- The number of flops mapped to enable cells by yosys is 64.
- The violation count after the first detailed-route iteration reads 17,660.
- CTS built an H-tree with a depth of 4.
kinds of logic after synthesis:
group | after synthesis | share of synthesized area
mux | 22 | 0.002628
compound gates | 3555 | 0.2372
simple gates | 5776 | 0.3004
buf+inv | 1309 | 0.05547
flops | 1920 | 0.4043
metal layers:
metal  part of all wire  wire length, um
met2               0.38           244200
met3               0.17           110900
met5             0.0025             1578
met4               0.10            64890
met1               0.34           220300
per-stage QoR:
stage                     cells  utilization
after floorplan           12580            -
after global placement    16340       0.3230
after detailed placement  16340       0.3230
after CTS                 16740       0.3458
after global routing      16770       0.3460
final                     16900       0.3471
layout make-up:
class,count,area (sq um)
repair buffers,741,6198
flip-flops and latches,1920,39080
diodes,165,412.9
fillers,32810,209500
inverters,18,67.56
multi-input cells,9353,52910
clock inverters,81,944.7
well taps,4305,5386
clock buffers,321,6365
cells in the mapped netlist, types with 66 or more instances:
cell type                  instances  area [sq um]
sky130_fd_sc_hd__nand2_1        2908         10920
sky130_fd_sc_hd__dfxtp_1        1856         37160
sky130_fd_sc_hd__o21ai_0        1451          7262
sky130_fd_sc_hd__nand2b_1       1246          7795
sky130_fd_sc_hd__a22oi_1        1161          8716
sky130_fd_sc_hd__clkbuf_1        934          3506
sky130_fd_sc_hd__nand3b_1        653          4902
sky130_fd_sc_hd__a21oi_1         284          1421
sky130_fd_sc_hd__nor2_1          259         972.2
sky130_fd_sc_hd__buf_2           244          1221
sky130_fd_sc_hd__nand4_1         132         825.8
sky130_fd_sc_hd__nand3_1         121         605.6
sky130_fd_sc_hd__and3_1          113         706.9
sky130_fd_sc_hd__a221oi_1        110         963.4
sky130_fd_sc_hd__nor3_1           88         440.4
sky130_fd_sc_hd__a22o_1           79         691.9
sky130_fd_sc_hd__buf_1            79         296.5
sky130_fd_sc_hd__o22ai_1          66         412.9
power by group:
group	internal, W	leakage, nW	switching (W)
clock	0.00233	3.57	0.00182
combinational	0.000206	21.2	0.000571
sequential	0.00388	15.6	0.0000527
total	0.00641	40.3	0.00244
worst min-delay path, stage by stage, from the launching register on:
cell,delay [ns]
sky130_fd_sc_hd__dfxtp_1,0.32
sky130_fd_sc_hd__nand3b_1,0.08
sky130_fd_sc_hd__nand2_1,0.05
worst max path at each step:
| stage | slack, ns | depth (start not counted) | end |
|---|---|---|---|
| global route | 6.32 | 12 | rdDataA[32] |
| CTS | 6.65 | 12 | rdDataA[32] |
| finish | 5.84 | 12 | rdDataA[32] |
Power figures rest on the tool's default switching activity, not on a simulated workload.
