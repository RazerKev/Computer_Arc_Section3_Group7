[/design/flow/design.v]
module RAM256x64(address, clock, in, write, out);
    input [7:0] address;
    input clock;
    input [63:0] in;
    input write;
    output reg [63:0] out;
    reg [63:0] mem [0:255];
    always @(posedge clock) begin
        if(write) begin
            mem[address] <= in;
        end
    end
    always @(posedge clock) begin
        out <= mem[address];
    end
endmodule
[/design/flow/run.sh]
#!/bin/bash
# OpenROAD 26Q1-2900-gdf79404cd8, Yosys 0.63+post, stock flow scripts
make -C /OpenROAD-flow-scripts/flow DESIGN_CONFIG=/design/flow/config.mk WORK_HOME=/design/flow/orfs finish
[/design/flow/config.mk]
export PLATFORM = sky130hd
export DESIGN_NAME = RAM256x64
export DESIGN_NICKNAME = RAM256x64
export VERILOG_FILES = /design/flow/design.v
export SDC_FILE = /design/flow/constraint.sdc
export NUM_CORES = 4
export LEC_CHECK = 1
export CORE_UTILIZATION = 30
export SYNTH_MEMORY_MAX_BITS = 65536
[/design/flow/constraint.sdc]
current_design RAM256x64

set clk_period 114.9
set clk_io_pct 0.2

create_clock -name clk0 -period $clk_period [get_ports {clock}]

set non_clock_inputs [all_inputs -no_clocks]
set_input_delay [expr $clk_period * $clk_io_pct] -clock clk0 $non_clock_inputs
set_output_delay [expr $clk_period * $clk_io_pct] -clock clk0 [all_outputs]
==> impl_results.rst <==
Flow metrics
------------

.. list-table::
   :header-rows: 1

   * - Metric
     - Value
   * - Area share, top type
     - 79.8%
   * - Residual DRC count
     - 0
   * - Basic Gates by Area
     - 0.277%
   * - Number of vias per cell after detailed routing
     - 5.22
   * - Share of power burned in combinational logic
     - 5.0%
   * - Maximum vdd drop
     - 18.4 uV
   * - Clock Pin Slew Worst Setup and Hold Paths
     - 70 ps
   * - Required time of the critical path
     - 116160 ps
   * - Final number of max-transition violations
     - 127
   * - Routing usage on met3
     - a little under a quarter
   * - Max_slew headroom
     - -31.4%
   * - Count of endpoints failing setup in the final report
     - 0
   * - Overall via count from detail_route
     - 296701
   * - Core occupancy in the finished layout
     - 34.9%
   * - Number of warning messages in the logs
     - 47
   * - Main kind of combinational logic by area
     - multiplexers
   * - Largest area contributor in the synthesized netlist
     - sky130_fd_sc_hd__edfxtp_1
   * - Length of the first detailed-routing pass in iterations
     - 6
   * - Buffer-and-inverter tally for the worst setup path
     - 11
   * - Worst Skew
     - 70.3 ps
   * - Delay-heaviest family, CP
     - buffers and inverters
   * - Routability congestion estimate
     - 0.863
   * - Top area cells in the synthesized netlist
     - sky130_fd_sc_hd__edfxtp_1, sky130_fd_sc_hd__mux4_2, sky130_fd_sc_hd__a22oi_1
   * - Pre-CTS setup slack
     - a little over 80000 ps
   * - Max FO, Critical Path
     - 65
   * - Area of the mapped netlist
     - 617000 um2
   * - Setup bufs post-CTS
     - 0
   * - Count of standard-cell rows
     - 526
   * - Xor and xnor fraction of the mapped netlist area
     - 0%
   * - Max Cap Violations
     - 4
   * - FA/HA/MAJ Cells, Area Fraction
     - 0%
   * - Most frequent logic cell in the layout
     - sky130_fd_sc_hd__edfxtp_1
   * - Mean instance size in the synthesized netlist
     - 23.9 um2
   * - Global-route wire length before repair
     - roughly 2600000 um
   * - Design internal power
     - 9.63 mW
   * - FMAX
     - 0.0332 GHz
   * - Total power draw
     - about 12 mW
   * - Min Hold Slack
     - between 900 and 1000 ps
   * - TritonCTS Buffers
     - 1501
   * - Initial antenna violation count
     - 147
   * - Layout Area Growth over Synthesis
     - 16.2%
   * - Core area
     - between 2000000 and 2500000 um2
   * - Setup_tns
     - 0 ps
   * - H-tree levels
     - 7
   * - Overall Global Routing Usage
     - 19.6%
   * - Setup CP Type
     - in2reg
   * - Reg2reg start
     - mem[43][37]$_DFFE_PP_
   * - Sw power
     - 2.64 mW
   * - Layer with the highest usage
     - met2
   * - Clock tree sinks
     - around 16000
   * - Reg power frac
     - 54.0%
   * - Number of different library cells in the post-synthesis netlist
     - 23
   * - Register bit total from synthesis
     - 16448
   * - Hold Crit Start
     - mem[65][51]$_DFFE_PP_
   * - Met1 usage
     - roughly 17%
   * - Delay of the slowest critical-path stage
     - 700 ps
   * - Result of the run
     - finished, violations left
   * - Die Ht
     - around 1400 um
   * - Crit path cell chain
     - buf_16 > buf_4 > buf_4 > buf_4 > buf_4 > buf_4 > buf_4 > buf_4 > buf_4 > buf_12 > buf_4 > mux4_2 > a22oi_1 > a21oi_1 > o41ai_2 > nand4_1
   * - Number of resized instances in the post-cts repair step
     - 0
   * - Post-synthesis cell count from yosys
     - 25809
   * - Final critical path time including I/O delays and setup
     - 30110 ps
   * - Startpoint type of the worst setup path
     - input pin
   * - Count of pins on the block boundary
     - 138
   * - Number of DRC violations after detailed-routing iteration 0
     - 20903
   * - Seq share, synth
     - 80.0%
   * - Cell count after synthesis
     - 25809
   * - Number of warnings reported in the yosys synthesis log
     - 1
   * - Routed wire length
     - 1900000 um
   * - Clock tree from TritonCTS
     - yes
   * - Filler-free cell count of the finished design
     - 56792
   * - Pin count of the biggest net entering global routing
     - 114
   * - Instance count after placement with tap cells included
     - 53464
   * - Quantity of I/O buffers inserted on ports
     - approximately 140
   * - Clock Path Buffers
     - 5
   * - Residual antenna-violating net count after detailed routing
     - 2
   * - Number of global-route vias before repair
     - 332925
   * - CTS root buffer
     - sky130_fd_sc_hd__clkbuf_16
   * - Layout cell share with drive strength beyond 1
     - 30.1%
   * - Average wire length per cell after detail routing
     - around 33 um
   * - Final instance area
     - 716000 um2
   * - Mux share
     - 15.0%
   * - PwrDens
     - 17.1 nW/um2
   * - Leakage
     - roughly 220 nW
   * - Overflow after GRT
     - 0
   * - First element of the critical path
     - address[0]
   * - PnR worst setup slack
     - approximately 85000 ps
   * - Placed Instance Area
     - ~670000 um2
   * - Met2 Usage GRT
     - 27.1%
   * - Most frequent cell on the critical path
     - sky130_fd_sc_hd__buf_4
   * - Share of the clock period used by the worst path after layout
     - 26.2%
   * - Violated checks
     - antenna rules, capacitance limit, slew limit
   * - Clock latency of the later-clocked register in the worst-skew pair
     - ~1400 ps
   * - Chip Area, Yosys
     - 617000 um2
   * - Share of power burned in the clock network
     - 41.0%
   * - Count of hold-fix buffers inserted at cts
     - 0
   * - Fraction of the core area occupied by cells at floorplan
     - 30.1%
   * - Unrepaired setup endpoints after global routing
     - false
   * - Top logic cells by instance count in the layout
     - sky130_fd_sc_hd__edfxtp_1, sky130_fd_sc_hd__mux4_2, sky130_fd_sc_hd__a22oi_1
   * - Switching part of the total
     - 21.5%
   * - Transition time at the pin with the least slew margin
     - 1970 ps
   * - Crit path arrival time
     - 31370 ps
   * - Post-detailed-placement half-perimeter wirelength
     - around 1100000 um
   * - Kind of end point of the critical path
     - flop
   * - Number of endpoints with negative hold slack in the final report
     - 0
   * - Area of the die
     - 2060000 um2
   * - Hold WC Path Type
     - reg2reg
   * - Die Span X
     - about 1400 um
   * - And-or/or-and share of the synthesized area
     - 3.69%
   * - Slowest-stage cell, CP
     - sky130_fd_sc_hd__buf_4
[cells in the mapped netlist, drive strengths merged]
cell type / number
edfxtp: 16384
mux4: 4096
a22oi: 2048
a21oi: 1024
clkbuf: 957
buf: 593
o41ai: 256
nor2: 232
dfxtp: 64
nand4: 64
nor3: 30
nand2: 28
nand3: 13
nor2b: 7
nand2b: 6
and2: 3
or2: 2
inv: 1
or3: 1
[registers in the layout, summed over array words and instances (netlist names)]
signal,cells
mem,16384
out,64
[worst reg2reg max path: cells and delay by family, from the launching register on]
kind,cells,cell delay [ps]
AOI/OAI and AO/OA,3,1920
DFF,1,360
muxes,1,460
and+or+nand+nor,1,110
buffers and inverters,2,520
[cells by family (layout without fill, tap and decap cells)]
| family | count (synthesis) | count (layout) |
|---|---|---|
| other cells | 0 | 555 |
| mux | 4096 | 4096 |
| buf+inv | 1551 | 4787 |
| compound gates | 3328 | 3328 |
| simple gates | 386 | 386 |
| flops | 16448 | 16448 |
[cell type report]
| type | count | area [um2] |
|---|---|---|
| inverters | 1 | 3.75 |
| multi-input cells | 7810 | 121000 |
| repair buffers | 2015 | 17000 |
| fillers | 183224 | 1330000 |
| flip-flops and latches | 16448 | 493000 |
| clock inverters | 923 | 9610 |
| well taps | 27192 | 34000 |
| diodes | 555 | 1390 |
| clock buffers | 1848 | 39700 |
[power groups by stage]
stage	sequential [mW]	clock [mW]	combinational, mW
CTS	6.63	5.09	0.605
global route	6.63	5.32	0.644
finish	6.63	5.03	0.608
[per-layer routing]
metal,wire (um),vias to the layer above
li1,-,117499
met1,494000,148172
met2,824000,27236
met3,475000,3536
met4,86800,258
met5,18100,-
[worst paths after layout]
| check | slack [ps] | depth (start not counted) | to |
|---|---|---|---|
| setup / recovery | 84790 | 16 | out[53]$_DFF_P_ |
| hold / removal | 980 | 5 | out[51]$_DFF_P_ |
| setup reg to reg | 111350 | 7 | out[37]$_DFF_P_ |
| hold reg to reg | 980 | 5 | out[51]$_DFF_P_ |
Power figures rest on the tool's default switching activity, not on a simulated workload.
