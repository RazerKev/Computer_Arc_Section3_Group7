==> flow/design.v <==
module ramFile ( clock, write, reset, writeReg, data, readA, readB, sel, muxSel, cin, writeRam, ramOut, Cout, status, aluOut);
input clock;
input write; 
input reset; 
input [4:0] writeReg; 
input [63:0] data; 
input [4:0] readA, readB;
input [5:0] sel; 
input muxSel; 
input cin;
input writeRam; 
output [63:0] ramOut; 
output Cout; 
output status;
output [63:0] aluOut;  
wire [63:0] A_out, B_out, mux_2_1_out, alu_out, mux2_to_1_out; 
regfile_32x64 u1  ( clock, write, reset, writeReg, data, readA, A_out, readB, B_out); 
mux_Aout_2to1 u2  ( A_out, writeRegister, muxSel,  mux2_to_1_out);
aluFile 		  u3	( mux2_to_1_out, B_out, cin, sel, alu_out, cout, status);  
RAM256X64     u4 	( alu_out, clock, A_out, writeRam, ramOut); 
endmodule 
module RAM256X64(address, clock, in, write, out);
    parameter RAMAddress = 8'b00000000;
    input [63:0] address;  
    input clock;  
    input [63:0] in;  
    input write;  
    output [63:0] out;
    reg [63:0] outReg;  
    reg [63:0]mem[0:255];  
    wire correctAddress;
    assign correctAddress = (address[63:56] == RAMAddress) ? 1'b1 : 1'b0;
    assign out = correctAddress ? outReg : 64'bz;
    always @(negedge clock) begin
   	 if (write & correctAddress) begin
   		 mem[address[63:56]] <= in;  
   	 end
    end
    always @(negedge clock) begin
   	 outReg <= mem[address[63:56]];  
    end
endmodule
module mux_Aout_2to1 (A_reg_out, Writeregister , Sel, out); 
input [63:0] A_reg_out;
input [5:0]Writeregister; 
input Sel; 
output reg [63:0] out;
always @ (A_reg_out or Writeregister or Sel) 
    begin 
        case (Sel) 
         0: out = A_reg_out;
         1: out = Writeregister; 
          default: out = 1'bx;
        endcase
    end
endmodule 
==> flow/run.sh <==
#!/bin/bash
# OpenROAD 26Q1-2900-gdf79404cd8, Yosys 0.63+post, stock flow scripts
make -C /OpenROAD-flow-scripts/flow DESIGN_CONFIG=/design/flow/config.mk WORK_HOME=/design/flow/orfs finish
==> flow/config.mk <==
export PLATFORM = sky130hd
export DESIGN_NAME = RAM256X64
export DESIGN_NICKNAME = RAM256X64
export VERILOG_FILES = /design/flow/design.v
export SDC_FILE = /design/flow/constraint.sdc
export NUM_CORES = 4
export LEC_CHECK = 1
export CORE_UTILIZATION = 30
export SYNTH_MEMORY_MAX_BITS = 65536
==> flow/constraint.sdc <==
current_design RAM256X64

set clk_period 58.9
set clk_io_pct 0.2

create_clock -name clk0 -period $clk_period [get_ports {clock}]

set non_clock_inputs [all_inputs -no_clocks]
set_input_delay [expr $clk_period * $clk_io_pct] -clock clk0 $non_clock_inputs
set_output_delay [expr $clk_period * $clk_io_pct] -clock clk0 [all_outputs]
==> out/writeup.txt <==
The run gives 181,000 as the number of fill cells in the layout. For the number of rows in the core area, the log shows 525. Synthesized area per cell: 24.2 µm². The cell family contributing the most delay on the critical path is buffers and inverters. Data on the critical path arrives at its endpoint at 18.40 ns. Leaving out buffers and inverters, the combinational logic in the layout accounts for 0.177 mm².

Clock edge transition at the registers on the reported setup and hold paths: 0.04 ns. The run gives 30.63 ns as the data required time of the critical path. Max-cap violations in this run came to 0.

Synthesis handed over a netlist of 25,500 instances. The run gives 8 for the total iterations of the first detailed-routing run. The cell type with the highest occurrence count on the critical path was sky130_fd_sc_hd__buf_4. Yosys shows that the main logic family after synthesis is multiplexers.

The critical path startpoint category was a primary input. The instance area after placement was 0.711 mm²; the leftover overflow at the end of global routing was 0. The logs give 22 for the tally of unique sky130hd cells used after synthesis and 206 for the largest net degree at the start of global routing. The tools report the nature of the critical path endpoint as a flip-flop. Summed over all routing layers, the global router reports a total usage of 12.1%. The number of DRC markers in iteration 0 came out at 17,400.

The tally of yosys warning messages was 2. The first global-routing pass estimated 1800 mm of wire. Between the synthesized netlist and the finished layout, the area growth was recorded as 35.5%. The synthesis run shows multiplexers occupying 15.0% of the cell area. In the layout the commonest cells are sky130_fd_sc_hd__inv_1, sky130_fd_sc_hd__edfxtp_1, sky130_fd_sc_hd__conb_1. The run gives 80.0% for the top-area cell type share of the netlist area.

The worst-case reg-to-reg setup slack stands at 55.98 ns. The share of the Yosys chip area taken by registers is 80.2%. According to the floorplan report, the total die area is 2.06 mm². Gates resized during post-CTS repair numbered 0. The flow ran to the end, and the final reports show no timing, DRC or antenna violations.

RePlAce ended its routability-driven mode at a weighted congestion of 0.721. The total number of clock tree sinks came out at 16,400. The detailed router reported a total wirelength of 1140 mm. Note, the detailed placer reported a final HPWL of 590 mm. The cell-mix breakdown from Yosys lists the compound-gate area share as 3.70%. On the final layout, the worst clock skew is 0.120 ns. TritonCTS built the clock tree. Among logic cells in the layout, the one with the most instances is sky130_fd_sc_hd__inv_1.

Dividing total power by cell area gives a power density of 37.5 mW/mm². Once synthesis finished, the tally of register bits stood at 16,400. The logic depth of the worst register-to-register path is 5. The buffer count from post-CTS setup fixing came out at 0. The launch point of the critical path was reported as address[56].

The type of the setup path with the least slack is primary input to flip-flop. Per the OpenROAD timing report, the critical path contains 13 cells. Measured along the y axis, the die boundary spans 1.43 mm. Headroom to the max-slew limit came out at 23.7%.

The delay of the slowest cell on the worst path was 0.67 ns. For the number of buffers on the longest clock path, the log shows 6. The tools report the highest ir drop seen on vdd as 33.3 µV.

Yosys attributes the largest share of cell area to sky130_fd_sc_hd__edfxtp_1, sky130_fd_sc_hd__mux4_2, sky130_fd_sc_hd__a22oi_1. The post-CTS hold buffer count recorded in the log is 0. The number of logged tool warnings is 1,259. The count of final setup violators came out at 0. The number of buffer and inverter instances along the worst setup path was 8; the initial standard-cell utilization of the core was 30.1%. The later-pin clock latency in the skew report came out at 1.38 ns.

For the initial antenna violation count, the log shows 75. OpenSTA lists the critical path endpoint as outReg[63]$_DFF_N_. The run gives 0 as the tally of nets with antenna violations remaining after routing.

For this design the top-level I/O count stands at 194. The signal on the critical path passes through buf_16 > buf_4 > buf_4 > buf_4 > buf_12 > buf_4 > buf_4 > buf_4 > mux4_2 > a22oi_1 > a21oi_1 > o41ai_1 > nand4_1. TritonRoute output was used to compute an average wire per cell of 13.0 µm. The final layout reports a setup TNS of 0 ns. Buffers inserted during clock tree synthesis total 1,856. The routed layout has 334,000 vias.

Looking at the critical path, the single cell with the biggest stage delay is sky130_fd_sc_hd__buf_4. Summing the areas of all xor and xnor instances in the mapped netlist gives 0% of the synthesized area. The tree is rooted in a sky130_fd_sc_hd__clkbuf_16. Post-route core utilization: 40.8%. The leakage power in the latest report is 367 nW. Count of buffers inserted at the top-level ports: 137. In the hold timing report, the worst path depth is 5. The region available for standard cell placement spans 2.04 mm². The number of endpoints with negative hold slack in the final report is 0. The launch point of the worst register-to-register path is recorded as mem[47][23]$_DFFE_NP_. The clock H-tree reported by CTS has 7 levels. Classification of the worst-slack hold path: flip-flop to flip-flop. The post-route netlist has 12.6% of its cells at a drive strength greater than 1. With the final design instance area without fill at 0.834 mm², the die span in x is 1.43 mm. Setup repair after global routing left no endpoint under its margin. TritonRoute reported its final design rule violation total as 0.

The run gives 3.80 for the detail-routed via count per cell. The biggest area contributor in the post-synthesis netlist is sky130_fd_sc_hd__edfxtp_1. The measured slew at the worst slew-check pin is 1.13 ns. The layout report lists the combined flip-flop and latch area as 0.493 mm². For the final tally of max-slew violations, the log shows 0. The critical path maximum fanout is 74. The run gives 0.0793% for the synthesized-area fraction occupied by and/or/nand/nor cells.

The synthesized netlist occupies a cell area of 0.615 mm². After synthesis, the design contains 25,500 cells according to Yosys. In this run the critical register-to-register path is captured at outReg[23]$_DFF_N_.

The area recorded from the Yosys report for this design is 0.615 mm². For reference, full adder, half adder and majority cells occupy 0% of the area reported after synthesis. The number of global-route vias before repair came out at 378,000.
-- report_power, final --
part | total, W | internal, W | leakage (nW) | switching, W
clock network | 0.0155 | 0.00838 | 118 | 0.00710
registers | 0.0142 | 0.0140 | 161 | 0.000210
logic | 0.00151 | 0.000673 | 88.4 | 0.000837
-- cell usage after synthesis (all sizes together) --
| cell | instances |
|---|---|
| edfxtp | 16400 |
| mux4 | 4096 |
| a22oi | 2048 |
| a21oi | 1024 |
| clkbuf | 869 |
| buf | 636 |
| o41ai | 256 |
| dfxtp | 64 |
| nand4 | 64 |
| nor2b | 4 |
| and2 | 2 |
| nand2b | 2 |
| nor2 | 2 |
| nor4 | 2 |
| conb | 1 |
| inv | 1 |
| nand2 | 1 |
| nand3b | 1 |
| or2 | 1 |
-- registers in the layout, summed over array words and instances (netlist names) --
| signal | cells |
|---|---|
| mem | 16384 |
| outReg | 64 |
-- stage by stage --
stage	setup WS, ns	power [W]	std cells	hold slack [ns]
after global routing	11.46	0.0336	88000	0.914
after detailed placement	10.48	0.0176	68200	0.883
after global placement	10.51	0.0175	68200	0.881
after CTS	11.97	0.0321	88000	0.883
after floorplan	10.06	0.0170	41800	0.819
final	12.23	0.0312	88000	0.873
-- worst min-delay path by stage --
stage,startpoint,end,slack [ns]
4_1_cts,mem[178][14]$_DFFE_NP_,outReg[14]$_DFF_N_,0.88
5_1_grt,mem[194][46]$_DFFE_NP_,outReg[46]$_DFF_N_,0.91
6_report,mem[240][44]$_DFFE_NP_,outReg[44]$_DFF_N_,0.87
-- cell families after synthesis --
| kind of cell | count (synthesis) |
|---|---|
| flops | 16400 |
| buf+inv | 1506 |
| simple gates | 79 |
| other cells | 1 |
| compound gates | 3328 |
| mux | 4096 |
-- routing by layer --
| metal | vias up | share of wire (%) | GRT usage [%] |
|---|---|---|---|
| met5 | - | 0.038 | 0.0779 |
| met4 | 62 | 2.9 | 6.70 |
| met3 | 2349 | 12 | 9.36 |
| met2 | 9326 | 48 | 16.9 |
| met1 | 159000 | 37 | 13.3 |
| li1 | 164000 | - | - |
-- final cells by class --
class,instances,area share (%)
Sequential cell,16400,59.2
Clock buffer,1877,5.63
Timing Repair Buffer,810,0.826
Multi-Input combinational cell,23800,21.2
Clock inverter,17900,9.07
Antenna cell,54,0.0162
Tap cell,27100,4.07
-- worst min-delay path, cell delays in order, from the launching register on --
cell and delay (ns):
sky130_fd_sc_hd__edfxtp_1 0.30, sky130_fd_sc_hd__mux4_2 0.23, sky130_fd_sc_hd__a22oi_1 0.07, sky130_fd_sc_hd__a21oi_1 0.13, sky130_fd_sc_hd__o41ai_1 0.10, sky130_fd_sc_hd__nand4_1 0.08
Power and IR drop assume default switching activity.
